`/design/flow/config.mk`:
```
export PLATFORM = sky130hd
export DESIGN_NAME = pc_control
export DESIGN_NICKNAME = pc_control
export VERILOG_FILES = /design/flow/design.v
export SDC_FILE = /design/flow/constraint.sdc
export NUM_CORES = 4
export LEC_CHECK = 1
export CORE_UTILIZATION = 30
export SYNTH_HDL_FRONTEND = slang
```
`/design/flow/run.sh`:
```
#!/bin/bash
# OpenROAD 26Q1-2900-gdf79404cd8, Yosys 0.63+post, stock flow scripts
make -C /OpenROAD-flow-scripts/flow DESIGN_CONFIG=/design/flow/config.mk WORK_HOME=/design/flow/orfs finish
```
`/design/flow/design.v`:
```
`timescale 1ns / 1ps
module pc_control (
    input  wire        clk,
    input  wire        reset,
    input  wire        pc_hold,
    input  wire        pc_redirect,
    input  wire [31:0] redirect_addr,
    output reg  [31:0] pc
);
    always @(posedge clk) begin
        if (reset)
            pc <= 32'b0;
        else if (pc_hold)
            pc <= pc;                 
        else if (pc_redirect)
            pc <= redirect_addr;      
        else
            pc <= pc + 4;            
    end
endmodule
```
`/design/flow/constraint.sdc`:
```
current_design pc_control

set clk_period 3.7
set clk_io_pct 0.2

create_clock -name clk0 -period $clk_period [get_ports {clk}]

set non_clock_inputs [all_inputs -no_clocks]
set_input_delay [expr $clk_period * $clk_io_pct] -clock clk0 $non_clock_inputs
set_output_delay [expr $clk_period * $clk_io_pct] -clock clk0 [all_outputs]
```
==> results.yml <==
# synthesis and place-and-route metrics
run_status:
  status: "finished, final reports clean"
synth:
  async_flop_share_pct: 0
  yosysWarningCount: 0
  postSynthCellCount: 277
  synthesis.area_um2: 2150
  synth_cell_types: 56
  ys_cells: 277
  avgSynthCellArea_um2: 7.75
  edf_count: 0
  postSynthSeqShare_pct: 29.9
  flop_cell: "dfxtp_1"
  ys_area_um2: 2150
  ys_seq_elements: 32
critical_path:
  cp_slowest_stage_delay_ns: 0.87
  r2r-end: "pc[22]"
  crit_buf_inv: 1
  path_depth: 5
  cp.arrival_ns: 2.74
  startpoint_type: "primary input"
  cp_top_family: "buffers and inverters"
  cp_slowest_cell: "clkdlybuf4s50_1"
  rrSetupSlack_ns: 1.67
  required_ns: 3.90
  crit_chain: "clkdlybuf4s50_1, nor2b_1, a22o_1, nand2_1, o221ai_1"
  rr_startpoint: "pc[2]"
  reg2reg_depth: 5
  cp_max_fo: 17
  worst-setup-path-type: "primary input to flip-flop"
  endpoint_kind: "flip-flop"
final_layout:
  largest-register: "pc"
  largest_reg_flops: 32
  stdcell_area_um2: 2930
  drive_above_1_share_pct: 6.04
  largestRegisters: "pc (32)"
  syn_to_final_growth_pct: 36.5
grt:
  antenna_found_initial: 0
  grt_usage_pct: 19.0
  grt_pass1_wl_um: 11100
  grt_start_max_net_pins: 43
  grt_pass1_vias: 2145
  gr-total-overflow: 0
timing:
  period_used_pct: 68.5
  setup_violations: 0
  fin_tns_setup_ns: 0
  min_period_ns: 2.53
  hold_viol_final: 0
  finClkSkew_ns: 0.0115
  grt_setup_unrepaired: "no"
  layout_setup_ws_ns: 1.17
  slew_headroom_pct: 43.9
  max_freq_mhz: 395
  drv_slew: 0
  tightest_slew_ns: 0.840
placement:
  hpwlAfterDp_um: 4760
  dp_slack_ns: 0.806
  port_buffers: 67
  gp_congestion: 0.872
  placed_area_um2: 2840
power_and_ir_drop:
  total_leakage_power_nw: 0.961
  ir_drop_mv: 0.169
  p_per_area_nw_per_um2: 290
  power_w: 0.000849
clock_tree:
  hold_buffers: 0
  cts_tree: "yes"
  cts.reportedPaths.clkPinSlew_ns: 0.07
  cts_root_buf: "clkbuf_8"
  clockBufferDepth: 2
  postCtsSetupBuffers: 0
  cts.repair.resized: 0
  cts.sinks: 32
  cts-buffers-inserted: 5
  cts_max_level: 2
  clkLatencyLatePin_ns: 0.29
detailed_routing:
  vias_per_cell: 5.67
  dr.pass1.iters: 4
  drcViolationCount: 0
  antenna_cells: 0
  vias: 2419
  finalWirelength_um: 6850
  post_drt_wl_per_cell_um: 16.0
  drt_iter0_drc: 139
  ant_nets: 0
flow_run:
  max_cap_viol_count: 0
  warning_count: 25
floorplanning:
  fp_util_pct: 31.2
  dieArea_um2: 7500
  core-area_um2: 6870
  die-height_um: 86.6
  fp.dieW_um: 86.6
  core.rowCount: 30
  ios: 68
hold_path:
  holdPathStages: 2
  hp-start: "pc[1]"
  hold-path-endpoint: "pc[1]"
  hp-class: "flip-flop to flip-flop"
[power by group]
part / internal [W] / total (W) / switching [W] / leakage [nW]
Combinational: 0.000100 / 0.000163 / 0.0000628 / 0.652
Clock: 0.000152 / 0.000287 / 0.000135 / 0.0455
Sequential: 0.000365 / 0.000399 / 0.0000338 / 0.263
Total: 0.000618 / 0.000849 / 0.000231 / 0.961
[cell families after synthesis]
family / synth area share [%]
fa+ha+maj: 0.583
mux: 1.40
compound gates: 30.3
buf+inv: 7.17
simple gates: 30.7
flops: 29.9
[final cells by class]
cell class,count,area (um^2)
clock buffer,8,90.1
fill,684,3940
inverter,7,26.3
multi-input combinational,213,1350
sequential,32,641
tap,96,120
timing repair buffer,71,701
[layer usage]
| metal | global-route usage [%] | vias to the layer above | wire length [um] |
|---|---|---|---|
| met4 | 4.24 | 0 | 144 |
| met1 | 30.1 | 1120 | 3380 |
| met3 | 2.32 | 14 | 490 |
| li1 | - | 1196 | - |
| met2 | 27.9 | 89 | 2830 |
| met5 | 0 | - | 0 |
[tightest hold or removal path, stage by stage, from the launching register on]
cell and delay [ns]:
dfxtp_1 0.34, mux2i_1 0.07, nor2_1 0.07
[synth_stat cells, types with 2 or more instances]
| master | count | area share (%) |
|---|---|---|
| dfxtp_1 | 32 | 30 |
| nand2_1 | 24 | 4.2 |
| nor2_1 | 21 | 3.7 |
| nand3_1 | 18 | 4.2 |
| a21oi_1 | 17 | 4.0 |
| nand4_1 | 13 | 3.8 |
| a22oi_1 | 9 | 3.1 |
| a31oi_1 | 9 | 2.6 |
| o21ai_0 | 9 | 2.1 |
| clkbuf_1 | 8 | 1.4 |
| and3_1 | 7 | 2.0 |
| buf_1 | 7 | 1.2 |
| and4_1 | 6 | 2.4 |
| nor3_1 | 6 | 1.4 |
| inv_1 | 5 | 0.87 |
| nor4_1 | 5 | 1.5 |
| o211ai_1 | 5 | 1.7 |
| o221ai_1 | 5 | 2.0 |
| o311ai_0 | 5 | 2.0 |
| or4_1 | 5 | 1.7 |
| and2_1 | 4 | 1.2 |
| buf_2 | 4 | 0.93 |
| o221a_2 | 4 | 2.1 |
| o31ai_1 | 4 | 1.4 |
| a32oi_1 | 3 | 1.2 |
| buf_6 | 3 | 1.6 |
| mux2i_1 | 3 | 1.4 |
| a211oi_1 | 2 | 0.70 |
| a311o_1 | 2 | 0.93 |
| clkbuf_2 | 2 | 0.47 |
| o2111ai_1 | 2 | 0.82 |
| o211a_1 | 2 | 0.93 |
| o22a_1 | 2 | 0.82 |
| o32ai_1 | 2 | 0.82 |
[how the worst max path moves through the flow]
stage | from | to | slack, ns
finish | pc_redirect | pc[28] | 1.17
global route | pc_redirect | pc[28] | 1.04
CTS | pc_redirect | pc[28] | 1.11
[through the flow]
stage	hold slack [ns]	cells	util [%]
4_1_cts	0.512	427	42.6
5_1_grt	0.545	427	42.6
6_report	0.509	427	42.6
3_5_place_dp	0.492	419	41.3
2_1_floorplan	0.437	277	-
3_3_place_gp	0.483	419	41.3
[cells in the final DEF, fill, tap and decap left out, types with 6 or more instances in the layout]
master,netlist,layout
and4_1,6,6
a31oi_1,9,9
nand3_1,18,18
nand2_1,24,24
nor3_1,6,6
a22oi_1,9,9
and3_1,7,7
dfxtp_1,32,32
clkdlybuf4s50_1,0,67
nor2_1,21,21
a21oi_1,17,17
nand4_1,13,13
o21ai_0,9,9
clkbuf_8,0,6
Power is estimated from default activity; no workload was simulated.
