--- ./design.v ---
`timescale 1ns / 1ps
module fault_classifier (
    input  wire illegal_opcode,
    input  wire invalid_control,
    input  wire stuck_at_fault,
    output reg  [1:0] fault_type
);
always @(*) begin
    if (stuck_at_fault) begin
        fault_type = 2'b10;  
    end
    else if (illegal_opcode || invalid_control) begin
        fault_type = 2'b01;  
    end
    else begin
        fault_type = 2'b00;  
    end
end
endmodule
`timescale 1ns / 1ps
module recovery_fsm (
    input  wire clk,
    input  wire reset,
    input  wire minor_fault,
    input  wire critical_fault,
    input  wire recovery_done,
    output reg  freeze_cpu,
    output reg  recover_cpu,
    output reg  resume_cpu
);
    parameter NORMAL  = 2'b00;
    parameter FREEZE  = 2'b01;
    parameter RECOVER = 2'b10;
    parameter RESUME  = 2'b11;
    reg [1:0] current_state;
    reg [1:0] next_state;
    always @(posedge clk or posedge reset) begin
        if (reset)
            current_state <= NORMAL;
        else
            current_state <= next_state;
    end
    always @(*) begin
        next_state = current_state;
        case (current_state)
            NORMAL: begin
                if (minor_fault || critical_fault)
                    next_state = FREEZE;
            end
            FREEZE: begin
                next_state = RECOVER;
            end
            RECOVER: begin
                if (recovery_done)
                    next_state = RESUME;
            end
            RESUME: begin
                next_state = NORMAL;
            end
            default: begin
                next_state = NORMAL;
            end
        endcase
    end
    always @(*) begin
        freeze_cpu  = 1'b0;
        recover_cpu = 1'b0;
        resume_cpu  = 1'b0;
        case (current_state)
            FREEZE:  freeze_cpu  = 1'b1;
            RECOVER: recover_cpu = 1'b1;
            RESUME:  resume_cpu  = 1'b1;
            default: ; 
        endcase
    end
endmodule
`timescale 1ns / 1ps
module recovery_action (
    input  wire recovery_en,
    input  wire [31:0] pc_current,
    input  wire [31:0] pc_saved,
    output reg  [31:0] pc_next,
    output reg         insert_nop,
    output reg         retry_en
);
    always @(*) begin
        pc_next    = pc_current;
        insert_nop = 1'b0;
        retry_en   = 1'b0;
        if (recovery_en) begin
            pc_next    = pc_saved; 
            insert_nop = 1'b1;     
            retry_en   = 1'b1;     
        end
    end
endmodule
`timescale 1ns / 1ps
module safe_control_mux (
    input  wire safe_mode,
    input  wire pc_write_normal,
    input  wire reg_write_normal,
    input  wire mem_write_normal,
    input  wire pc_write_safe,
    input  wire reg_write_safe,
    input  wire mem_write_safe,
    output wire pc_write_out,
    output wire reg_write_out,
    output wire mem_write_out
);
    assign pc_write_out  = safe_mode ? pc_write_safe  : pc_write_normal;
    assign reg_write_out = safe_mode ? reg_write_safe : reg_write_normal;
    assign mem_write_out = safe_mode ? mem_write_safe : mem_write_normal;
endmodule
`timescale 1ns / 1ps
module fault_tolerant_control #(
    parameter ENABLE_FAULT_TOLERANCE = 1'b1
)(
    input  wire clk,
    input  wire reset,
    input  wire illegal_opcode,
    input  wire invalid_control,
    input  wire stuck_at_fault,
    input  wire pc_write_normal,
    input  wire reg_write_normal,
    input  wire mem_write_normal,
    input  wire [31:0] pc_current,
    input  wire [31:0] pc_saved,
    output wire pc_write_out,
    output wire reg_write_out,
    output wire mem_write_out,
    output wire [31:0] pc_next,
    output wire        insert_nop,
    output wire        retry_en
);
wire [63:0] est_power;
wire [7:0]  est_perf_overhead;
    wire [1:0] fault_type;
    wire freeze_cpu;
    wire recover_cpu;
    wire resume_cpu;
    wire safe_mode;
    wire fault_en;
    assign fault_en = ENABLE_FAULT_TOLERANCE;
    fault_classifier u_fault_classifier (
        .illegal_opcode (illegal_opcode),
        .invalid_control(invalid_control),
        .stuck_at_fault (stuck_at_fault),
        .fault_type     (fault_type)
    );
    recovery_fsm u_recovery_fsm (
        .clk            (clk),
        .reset          (reset),
        .minor_fault    (fault_en & (fault_type == 2'b01)),
        .critical_fault (fault_en & (fault_type == 2'b10)),
        .recovery_done  (resume_cpu),
        .freeze_cpu     (freeze_cpu),
        .recover_cpu    (recover_cpu),
        .resume_cpu     (resume_cpu)
    );
    assign safe_mode = fault_en & (freeze_cpu | recover_cpu);
    recovery_action u_recovery_action (
        .recovery_en (fault_en & recover_cpu),
        .pc_current  (pc_current),
        .pc_saved    (pc_saved),
        .pc_next     (pc_next),
        .insert_nop  (insert_nop),
        .retry_en    (retry_en)
    );
    safe_control_mux u_safe_control_mux (
        .safe_mode        (safe_mode),
        .pc_write_normal  (pc_write_normal),
        .reg_write_normal (reg_write_normal),
        .mem_write_normal (mem_write_normal),
        .pc_write_safe    (1'b0),
        .reg_write_safe   (1'b0),
        .mem_write_safe   (1'b0),
        .pc_write_out     (pc_write_out),
        .reg_write_out    (reg_write_out),
        .mem_write_out    (mem_write_out)
    );
    estimation_top u_estimation_top (
        .clk(clk),
        .reset(reset),
        .fsm_state(fsm_state),
        .pc_write(pc_write_out),
        .recovery_active(recovery_active),
        .power_estimate(est_power),
        .recovery_overhead_pct(est_perf_overhead)
    );
endmodule
`timescale 1ns / 1ps
module activity_monitor (
    input  logic        clk,
    input  logic        reset,
    input  logic [3:0]  fsm_state,
    input  logic        pc_write,
    input  logic        recovery_active,
    output logic [31:0] fsm_transition_count,
    output logic [31:0] pcwrite_toggle_count,
    output logic [31:0] recovery_cycle_count
);
    logic [3:0] fsm_state_prev;
    logic       pc_write_prev;
    always_ff @(posedge clk or posedge reset) begin
        if (reset) begin
            fsm_state_prev        <= '0;
            pc_write_prev         <= 1'b0;
            fsm_transition_count  <= 32'd0;
            pcwrite_toggle_count  <= 32'd0;
            recovery_cycle_count  <= 32'd0;
        end
        else begin
            if (fsm_state != fsm_state_prev)
                fsm_transition_count <= fsm_transition_count + 1;
            if (pc_write != pc_write_prev)
                pcwrite_toggle_count <= pcwrite_toggle_count + 1;
            if (recovery_active)
                recovery_cycle_count <= recovery_cycle_count + 1;
            fsm_state_prev <= fsm_state;
            pc_write_prev  <= pc_write;
        end
    end
endmodule
`timescale 1ns / 1ps
module estimation_top (
    input  logic        clk,
    input  logic        reset,
    input  logic [3:0]  fsm_state,
    input  logic        pc_write,
    input  logic        recovery_active,
    output logic [63:0] power_estimate,
    output logic [7:0]  recovery_overhead_pct
);
    logic [31:0] fsm_transition_count;
    logic [31:0] pcwrite_toggle_count;
    logic [31:0] recovery_cycle_count;
    logic [31:0] total_cycle_count;
    activity_monitor u_activity_monitor (
        .clk(clk),
        .reset(reset),
        .fsm_state(fsm_state),
        .pc_write(pc_write),
        .recovery_active(recovery_active),
        .fsm_transition_count(fsm_transition_count),
        .pcwrite_toggle_count(pcwrite_toggle_count),
        .recovery_cycle_count(recovery_cycle_count)
    );
    power_estimator u_power_estimator (
        .clk(clk),
        .reset(reset),
        .fsm_transition_count(fsm_transition_count),
        .pcwrite_toggle_count(pcwrite_toggle_count),
        .recovery_cycle_count(recovery_cycle_count),
        .power_estimate(power_estimate)
    );
    perf_estimator u_perf_estimator (
        .clk(clk),
        .reset(reset),
        .recovery_active(recovery_active),
        .total_cycle_count(total_cycle_count),
        .recovery_cycle_count(),
        .recovery_overhead_pct(recovery_overhead_pct)
    );
endmodule
`timescale 1ns / 1ps
module perf_estimator (
    input  logic        clk,
    input  logic        reset,
    input  logic        recovery_active,
    output logic [31:0] total_cycle_count,
    output logic [31:0] recovery_cycle_count,
    output logic [7:0]  recovery_overhead_pct
);
    always_ff @(posedge clk or posedge reset) begin
        if (reset) begin
            total_cycle_count      <= 32'd0;
            recovery_cycle_count   <= 32'd0;
            recovery_overhead_pct  <= 8'd0;
        end
        else begin
            total_cycle_count <= total_cycle_count + 1;
            if (recovery_active)
                recovery_cycle_count <= recovery_cycle_count + 1;
            if (total_cycle_count != 0)
                recovery_overhead_pct <=
                    (recovery_cycle_count * 100) / total_cycle_count;
        end
    end
endmodule
`timescale 1ns / 1ps
module power_estimator #(
    parameter int FSM_TRANSITION_WEIGHT = 1,
    parameter int PCWRITE_TOGGLE_WEIGHT = 2,
    parameter int RECOVERY_CYCLE_WEIGHT = 3
)(
    input  logic        clk,
    input  logic        reset,
    input  logic [31:0] fsm_transition_count,
    input  logic [31:0] pcwrite_toggle_count,
    input  logic [31:0] recovery_cycle_count,
    output logic [63:0] power_estimate
);
    always_ff @(posedge clk or posedge reset) begin
        if (reset) begin
            power_estimate <= 64'd0;
        end
        else begin
            power_estimate <=
                (fsm_transition_count  * FSM_TRANSITION_WEIGHT) +
                (pcwrite_toggle_count  * PCWRITE_TOGGLE_WEIGHT) +
                (recovery_cycle_count  * RECOVERY_CYCLE_WEIGHT);
        end
    end
endmodule
--- ./run.sh ---
#!/bin/bash
# OpenROAD 26Q1-2900-gdf79404cd8, Yosys 0.63+post, stock flow scripts
make -C /OpenROAD-flow-scripts/flow DESIGN_CONFIG=/design/flow/config.mk WORK_HOME=/design/flow/orfs finish
--- ./config.mk ---
export PLATFORM = sky130hd
export DESIGN_NAME = fault_tolerant_control
export DESIGN_NICKNAME = fault_tolerant_control
export VERILOG_FILES = /design/flow/design.v
export SDC_FILE = /design/flow/constraint.sdc
export NUM_CORES = 4
export LEC_CHECK = 1
export CORE_AREA = 10 10 70 70
export DIE_AREA = 0 0 80 80
export SYNTH_HDL_FRONTEND = slang
--- ./constraint.sdc ---
current_design fault_tolerant_control

set clk_period 3.5
set clk_io_pct 0.2

create_clock -name clk0 -period $clk_period [get_ports {clk}]

set non_clock_inputs [all_inputs -no_clocks]
set_input_delay [expr $clk_period * $clk_io_pct] -clock clk0 $non_clock_inputs
set_output_delay [expr $clk_period * $clk_io_pct] -clock clk0 [all_outputs]
==> run notes <==
fresh numbers from the pnr run: setup bufs post-CTS=0, CTS Buf Count=3, initial antenna violation count=0, CP max-delay cell=dfrtp_2, Routed WL per cell=15.5 um, LEAKAGE=0.696 nW, # DRC=0, register with the most flip-flops=u_recovery_fsm.current_state, Die W=80 um, Cells after Synth=47, number of port buffers=108, syn avg cell area=around 14 um^2, skew final=2.86 ps, final core utilization=0.515, count leader, synth=mux2_4, Setup Viol. Count Final=0, IO Count=109, Largest regs=u_recovery_fsm.current_state (3), core area=0.00342 mm^2, YS chip area=654 um^2, worst reg2reg path depth=1, setup ws final=683 ps, Post-Layout Cell Count=201, #FFs+latches synth=3, dpl hpwl=2870 um, setup TNS=0 ps, Synth Cell Area=about 650 um^2, worst-margin pin slew=629 ps, worst hold margin=486 ps, met3 GRT Util=0.0659, top cells by count=mux2_4 (26), mux2_2 (6), nor3b_1 (3), fillers=308, DR vias/cell=3.90, crit path DRT=2800 ps, routed via count=784, max reg flops=3, Arr. time, crit path=around 2100 ps, Post-synth EDFFs=0, P&R area growth vs syn=169%, ys cells=47, router iterations before antenna repair=2, HP Class=flip-flop to flip-flop, slew margin rel.=0.580, grt met2 use=0.141, Synth async-reset ratio=1.00, CTS resizes=0, Clock transition at path regs=approximately 40 ps, Die Area=0.00640 mm^2, fin area=0.00176 mm^2, first-pass GRT wire length=4480 um, hold path depth=1, met1 track demand over resource=0.0933, diode count=0, crit-path cells=buf_4, mux2_4, clkdlybuf4s50_1, Pins Over Slew Limit=0, pre-CTS setup slack=890 ps, DRT iter0 DRCs=6, overall routing resource usage=0.0869, cell family with most CP delay=buffers and inverters, worst reg2reg setup slack=between 2000 and 2500 ps, fp util=0.192, Peak Freq=roughly 350 MHz, Startpoint Class=flip-flop, row count=21, Max-cap violations=0, YS warnings=0, # placed instances=197, Seq share, synth=0.117, WS Path Type=flip-flop to output pin, Final ANT Viol Nets=0, Unique cell types=12, vias in the first global route=868, CTS sink cnt=3, Power Total=around 0.24 mW, top cells, area=mux2_4 (60%), mux2_2 (10%), dfrtp_1 (7.6%), global route hottest layer=met2, Max rail drop VDD=0.155 mV, PD cells=about 140 mW/mm^2, share of layout cells above drive strength 1=0.252, CP Buf/Inv Count=2, H-tree levels=1, Hold Buf Count CTS=0, clk latency of the worst-skew pair=230 ps, cell type with the largest total area=mux2_4, endpoints failing hold=0, CP Capture Type=output pin, Routed WL=between 3000 and 4000 um, largest net degree at the start of global routing=27, CTS tree=yes, WHS Endpoint=u_recovery_fsm.current_state[2]$_DFF_PP0_, Root Buffer=clkbuf_4, outcome=finished clean, Crit Reg-Reg Startpoint=u_recovery_fsm.current_state[1]$_DFF_PP0_, Die Y=80 um, min cycle time layout=2820 ps, Tcrit/Tclk final=0.805, gpl congestion=0.738, Congestion Overflow GR=0, crit path max fanout=26, share of the synthesized area in the top cell type=0.597, clk buf depth=2, RSZ-0062 raised after global routing=false, CP max stage delay=770 ps, min-delay src=u_recovery_fsm.current_state[0]$_DFF_PP1_, ys flop type=dfrtp_1, tool warnings=25, Post-DP Area=0.00173 mm^2, worst reg2reg endpoint=u_recovery_fsm.current_state[1]$_DFF_PP0_
## how the worst max path moves through the flow
| stage | cells past startpoint | slack, ps | start | to |
|---|---|---|---|---|
| CTS | 3 | 640 | u_recovery_fsm.current_state[1]$_DFF_PP0_ | pc_next[3] |
| global route | 3 | 550 | u_recovery_fsm.current_state[1]$_DFF_PP0_ | pc_next[10] |
| finish | 3 | 680 | u_recovery_fsm.current_state[1]$_DFF_PP0_ | pc_next[3] |
## final cells by class
type	instances	area, um^2	area share
timing repair buffer	109	1090	0.619
inverter	1	3.75	0.00214
sequential	3	77.6	0.0441
multi-input combinational	38	504	0.287
tap	46	57.6	0.0327
clock buffer	4	26.3	0.0149
## placed cells by master (no fill, tap or decap), types with 3 or more instances in the layout
| master | Yosys | routed |
|---|---|---|
| mux2_4 | 26 | 26 |
| clkbuf_4 | 0 | 3 |
| nor3b_1 | 3 | 3 |
| mux2_2 | 6 | 6 |
| clkdlybuf4s50_1 | 0 | 108 |
## kinds of logic (layout without fill, tap and decap cells)
family                 Yosys count  count (layout)  share of synthesized area
multiplexers                    32              32                      0.700
buffers and inverters            6             114                      0.113
AND/OR/NAND/NOR                  5               5                     0.0574
flip-flops                       3               3                      0.117
AND-OR/OR-AND                    1               1                     0.0134
## power breakdown
group / switching, mW / total, mW / internal (mW)
combinational: 0.0202 / 0.144 / 0.124
sequential: 0 / 0.0349 / 0.0349
clock: 0.0167 / 0.0593 / 0.0426
## layer usage
metal,share of wire,vias up
met2,0.45,64
met5,0,-
li1,-,390
met3,0.19,0
met1,0.36,330
met4,0,0
No activity file was given, so power comes from the tool's default toggle rates.
