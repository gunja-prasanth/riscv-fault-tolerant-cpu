===== flow/config.mk =====
export PLATFORM = sky130hd
export DESIGN_NAME = instruction_decoder
export DESIGN_NICKNAME = instruction_decoder
export VERILOG_FILES = /design/flow/design.v
export SDC_FILE = /design/flow/constraint.sdc
export NUM_CORES = 4
export LEC_CHECK = 1
export CORE_AREA = 10 10 70 70
export DIE_AREA = 0 0 80 80
export SYNTH_HDL_FRONTEND = slang

===== flow/constraint.sdc =====
current_design instruction_decoder

set clk_period 2.1
set clk_io_pct 0.2

create_clock -name clk0 -period $clk_period

set non_clock_inputs [all_inputs -no_clocks]
set_input_delay [expr $clk_period * $clk_io_pct] -clock clk0 $non_clock_inputs
set_output_delay [expr $clk_period * $clk_io_pct] -clock clk0 [all_outputs]

===== flow/design.v =====
`timescale 1ns / 1ps
module instruction_decoder (
    input  wire [31:0] instr,
    output wire is_add,
    output wire is_load,
    output wire is_store,
    output wire is_branch
);
    wire [6:0] opcode;
    wire [2:0] funct3;
    wire [6:0] funct7;
    assign opcode = instr[6:0];
    assign funct3 = instr[14:12];
    assign funct7 = instr[31:25];
    assign is_add =
        (opcode == 7'b0110011) &&
        (funct3 == 3'b000) &&
        (funct7 == 7'b0000000);
    assign is_load =
        (opcode == 7'b0000011);
    assign is_store =
        (opcode == 7'b0100011);
    assign is_branch =
        (opcode == 7'b1100011);
endmodule

===== flow/run.sh =====
#!/bin/bash
# OpenROAD 26Q1-2900-gdf79404cd8, Yosys 0.63+post, stock flow scripts
make -C /OpenROAD-flow-scripts/flow DESIGN_CONFIG=/design/flow/config.mk WORK_HOME=/design/flow/orfs finish

==> impl_metrics.ini <==
; implementation run metrics
[synthesis]
yosysTopAreaCell = nor4_1
topCellsByArea = nor4_1, or4_4, nor3_2
synth_stat.cells = 11
netlist_area_um2 = 73.8
synth_cell_type_count = 10
synth_cells = 11
ys_warn_count = 0
avgSynthCellArea_um2 = 6.71
yosys-stat-area_um2 = 73.8
yosysMostFrequentCell = nor4_1
ys_seq_share_pct = 0
top_cell_area_share_pct = 16.9

[setup_path]
cp_data_arrival_time_ns = 1.60
crit_path_end_kind = output port
start_kind = input port
crit_fanout = 1
slowest_stage = or4_4
crit_type = in2out
path_cells = clkdlybuf4s50_1 > or4_4 > nor3_4 > buf_2
crit_required_ns = 1.68
cp_slowest_stage_delay_ns = 0.54

[final_layout]
flops = 0
area_delta_synth_final_pct = 449
final_util_pct = 11.9
flop_area_um2 = 0
final_cell_area_um2 = 405
drive_gt1_share_pct = 32.4
clkbuf_count = 0

[final_timing]
whs_ns = 1.24
slew_violations = 0
worstMarginPinSlew_ns = 0.254
period_needed_ns = 2.02
timing.final.hold_violations = 0
final.setup.worst_slack_ns = 0.0827
rsz0062_at_grt = false
fin_crit_sh_pct = 96.1
setup_viol = 0
slew_headroom_pct = 82.9
fmax_mhz = 496

[route]
drt-total-wl_um = 740
antennaDiodeCount = 0
drtIter0Drc = 0
drtAntennaViolNets = 0
first_pass_iters = 1
vias_per_cell = 2.51
post-route-drc-count = 0
vias = 208
wl_per_cell_um = 8.92

[status]
status = completed

[pwr]
switching_power_uw = 11.2
pwr-share-clk_pct = 0
swShare_pct = 25.6
cell_internal_pwr_uw = 32.5
power.density_nw_per_um2 = 108
total_power_uw = 43.6
combinationalPowerShare_pct = 100.0
seq_power_share_pct = 0
p_leak_uw = 0.000184
vdd_drop_max_mv = 0.0110

[placement]
io_buffers = 21
post_dp_cell_area_um2 = 357
pre_cts_slack_ns = -0.266
place.gp.congestion = 0.855
dpl.hpwl_um = 617

[floorplanning]
fp.dieW_um = 80
die_area_um2 = 6400
coreArea_um2 = 3420
core_util_floorplan_pct = 2.16
rows = 21
io_pins = 36
die.size.y_um = 80

[global_route]
grt_pass1_vias = 229
overflow = 0
antenna_found_initial = 0
grt_max_degree = 4
grtUsageTotal_pct = 2.05
grt_pass1_wl_um = 1100

[cts]
hold_buffers = 0

[hold_path]
hp-class = in2out

[flow_run]
maxCapViolations = 0
warnings = 47
==> what timing repair did <==
item	in CTS	in global routing
endpoints found under the setup margin	4	2
pin swaps	4	2
gates resized	10	6
setup buffers	3	0
==> power groups by stage <==
stage	Clock, uW	Sequential (uW)	Combinational (uW)
final	0	0	43.6
after CTS	0	0	43.9
after global routing	0	0	47.0
==> routing by layer <==
layer / vias up / wire (um) / track usage (%)
met4: 0 / 0 / 0
met1: 89 / 360 / 2.83
met2: 20 / 197 / 2.81
met5: - / 0 / 0
met3: 0 / 182 / 1.25
li1: 99 / - / -
==> layout make-up <==
type	instances	area, um2
Fill cell	388	3010
Timing Repair Buffer	26	248
Multi-Input combinational cell	11	100
Tap cell	46	57.6
==> final timing paths <==
path,startpoint,cells past startpoint,end
setup / recovery,instr[27],4,is_add
hold / removal,instr[5],3,is_load
==> per-stage QoR <==
| step | cells | TNS, ns |
|---|---|---|
| 2_1_floorplan | 11 | 0 |
| 3_3_place_gp | 80 | -0.778 |
| 3_5_place_dp | 80 | -0.769 |
| 4_1_cts | 83 | 0 |
| 5_1_grt | 83 | 0 |
| 6_report | 83 | 0 |
==> cells in the final DEF (no fill, tap or decap) <==
| cell type | count |
|---|---|
| clkdlybuf4s50_1 | 12 |
| buf_4 | 5 |
| dlymetal6s2s_1 | 4 |
| dlygate4sd2_1 | 4 |
| nor2_2 | 1 |
| nand4_1 | 1 |
| nor4_1 | 1 |
| nor4b_2 | 1 |
| nand2_1 | 1 |
| or4_4 | 1 |
| nor3_4 | 1 |
| nand3_1 | 1 |
| nor4_2 | 1 |
| nor3_1 | 1 |
| nor3b_2 | 1 |
| buf_2 | 1 |
==> kinds of logic (layout without fill, tap and decap cells) <==
family / Yosys count / count (layout) / share of synthesized area (%)
and+or+nand+nor: 11 / 11 / 100
buffers and inverters: 0 / 26 / 0
==> worst max-delay path, delay by kind of cell <==
| family | cells | cell delay [ns] |
|---|---|---|
| buffers and inverters | 2 | 0.52 |
| AND/OR/NAND/NOR | 2 | 0.66 |
Power and IR drop assume default switching activity.
